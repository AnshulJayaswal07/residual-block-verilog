## config.mk

```make
export PLATFORM = sky130hd
export DESIGN_NAME = leaky_relu_array
export DESIGN_NICKNAME = leaky_relu_array
export VERILOG_FILES = /design/flow/design.v
export SDC_FILE = /design/flow/constraint.sdc
export NUM_CORES = 4
export LEC_CHECK = 1
export CORE_AREA = 10 10 106 106
export DIE_AREA = 0 0 116 116
```

## constraint.sdc

```tcl
current_design leaky_relu_array

set clk_period 1.0
set clk_io_pct 0.2

create_clock -name clk0 -period $clk_period

set non_clock_inputs [all_inputs -no_clocks]
set_input_delay [expr $clk_period * $clk_io_pct] -clock clk0 $non_clock_inputs
set_output_delay [expr $clk_period * $clk_io_pct] -clock clk0 [all_outputs]
```

## design.v

```verilog
module leaky_relu_array #(
    parameter DATA_WIDTH = 8,
    parameter NUM_ELEMENTS = 16
)(
    input  [NUM_ELEMENTS*DATA_WIDTH-1:0] in_tensor,
    output [NUM_ELEMENTS*DATA_WIDTH-1:0] out_tensor
);
    integer i;
    reg signed [DATA_WIDTH-1:0] x;
    reg signed [DATA_WIDTH-1:0] y;
    reg signed [NUM_ELEMENTS*DATA_WIDTH-1:0] result;
    always @* begin
        for (i = 0; i < NUM_ELEMENTS; i = i + 1) begin
            x = in_tensor[i*DATA_WIDTH +: DATA_WIDTH];
            if (x[DATA_WIDTH-1] == 1'b1) begin
                y = x >>> 7;  
            end else begin
                y = x;
            end
            result[i*DATA_WIDTH +: DATA_WIDTH] = y;
        end
    end
    assign out_tensor = result;
endmodule
```

## run.sh

```bash
#!/bin/bash
# OpenROAD 26Q1-2900-gdf79404cd8, Yosys 0.63+post, stock flow scripts
make -C /OpenROAD-flow-scripts/flow DESIGN_CONFIG=/design/flow/config.mk WORK_HOME=/design/flow/orfs finish
```

==> results_slide.txt <==
Key Metrics from the Run

Floorplanning
  • Die width: 116 um
  • Die Size: 0.01346 mm^2
  • Initial Util: 9.276%
  • # rows: 34
  • Die Y: 116 um
  • Core box area: 0.008848 mm^2
  • Ports: 256

Logic synthesis
  • Yosys stat cell total: 128
  • Area reported by Yosys stat: 820.8 um^2
  • Mapped Avg Cell Area: 6.412 um^2
  • Synthesis Warnings: 1
  • Mapped Cells: 128
  • Distinct cells, synth: 2
  • Post-synth seq share: 0%
  • Synth Cell Area: 820.8 um^2

Route
  • Antenna Nets Post-Route: 0
  • Number of detailed-route iterations in the first pass: 4
  • Drt drc: 0
  • Post-DR wirelength/cell: 15.94 um
  • Routed vias: 1,690
  • Vias per cell: 3.543
  • Antenna diodes: 0
  • Detailed Route WL: 7604 um
  • Initial DRC Count: 31

Layout
  • Area growth from synthesis to layout: 229.4%
  • Registers: 0
  • Storage cell area: 0 um^2
  • Clkbuf count: 0
  • Share of cells above drive strength 1: 34.96%

Worst setup path
  • Crit path max fanout: 8
  • CP required: 0.80 ns
  • Slowest-stage cell, CP: dlygate4sd2_1
  • Crit-path leading delay family: buffers and inverters
  • Arrival time worst endpoint: 0.78 ns
  • WP buf/inv: 2
  • Crit start category: input port
  • Slowest stage delay, CP: 0.24 ns
  • Critical Path Stages: 3
  • Worst-path cell chain: buf_4 -> or2_1 -> dlygate4sd2_1
  • Critical path type: in2out
  • CP endpoint kind: output pin

Global routing
  • Gr ovfl total: 0
  • Initial antenna violation count: 0
  • Number of global-route vias before repair: 1,853
  • Overall Global Routing Usage: 10.04%
  • First-pass GRT wire length: 10,690 um
  • Largest net degree at the start of global routing: 9

Worst hold path
  • Hold endpoint: out_tensor[111]
  • Hold path depth: 2
  • HP Start: in_tensor[111]
  • Worst Hold Class: in2out

Clocking
  • Hold Buf Count CTS: 0
  • Postcts setup bufs: 0

Final timing
  • Relative slew slack: 95.21%
  • Cycle use final: 98.06%
  • Fmax: 1.020 GHz
  • Post-route minimum period: 0.9806 ns
  • Final-report max-slew violation count: 0
  • Worst hold slack: 0.6013 ns
  • Hold Fails Final Rpt: 0
  • # setup viols final: 0
  • Worst Tran Pin Value: 0.07191 ns

Placement
  • Routability congestion estimate from global placement: 0.8250
  • Port Buffers: 256
  • Detailed-placement wirelength estimate: 7203 um

Pwr
  • Pwr dens: 282.3 mW/mm^2
  • Leak Pwr: 1.383 nW
  • Peak VDD IR: 0.1206 mV
  • Tot Pwr: 0.7634 mW

Status
  • Outcome: completed

Job
  • Max Cap Violations: 0
  • Tool warnings: 32
-- worst max path at each step --
stage              from        endpoint  slack, ns
4_1_cts   in_tensor[15]  out_tensor[15]     0.0003
5_1_grt    in_tensor[7]   out_tensor[7]    -0.0008
6_report  in_tensor[71]  out_tensor[70]       0.02
-- through the flow --
stage                 TNS [ns]  util, %  std cells  area (um^2)  setup WS (ns)
finish                       0    30.56        477         2704        0.01935
detailed placement      -74.66    38.49        477         3406        -0.6666
floorplan                    0        -        128        820.8         0.4192
CTS                          0    30.23        477         2675      0.0003123
global route        -0.0008392    30.56        477         2704     -0.0008392
global placement        -74.14    38.49        477         3406        -0.6741
-- Yosys cell counts --
master    n  share of area [%]
buf_4    16                 15
or2_1   112                 85
-- cells in the final DEF, fill, tap and decap left out --
| cell | n |
|---|---|
| or2_1 | 112 |
| dlygate4sd2_1 | 112 |
| buf_2 | 111 |
| buf_4 | 15 |
| dlymetal6s2s_1 | 10 |
| clkdlybuf4s50_1 | 5 |
| buf_6 | 2 |
| clkdlybuf4s15_2 | 1 |
| clkdlybuf4s15_1 | 1 |
-- cell type report --
type               count  area [um^2]
fillers             1021         6145
repair buffers       257         1868
multi-input cells    112        700.7
well taps            108        135.1
-- power breakdown --
part           leakage (nW)  switching (mW)  internal (mW)
logic                  1.38           0.205          0.559
clock network             0               0              0
registers                 0               0              0
total                  1.38           0.205          0.559
-- per-layer routing --
metal,vias to the layer above,GRT usage [%],wire length [um]
li1,851,-,-
met1,699,8.944,2337
met2,140,19.38,3919
met3,0,6.489,1347
met4,0,0.3336,0
met5,-,0,0
-- logic make-up after synthesis --
logic type	after synthesis	synth area share, %
buf+inv	16	14.63
simple gates	112	85.37
-- what timing repair did --
action / in CTS / in global routing
resized: 541 / 11
pin swaps: 93 / 4
endpoints found under the setup margin: 128 / 15
Power figures rest on the tool's default switching activity, not on a simulated workload.
