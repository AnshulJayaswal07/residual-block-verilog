**config.mk**
```make
export PLATFORM = sky130hd
export DESIGN_NAME = relu_array
export DESIGN_NICKNAME = relu_array
export VERILOG_FILES = /design/flow/design.v
export SDC_FILE = /design/flow/constraint.sdc
export NUM_CORES = 4
export LEC_CHECK = 1
export CORE_AREA = 10 10 106 106
export DIE_AREA = 0 0 116 116
```
**constraint.sdc**
```tcl
current_design relu_array

set clk_period 1.0
set clk_io_pct 0.2

create_clock -name clk0 -period $clk_period

set non_clock_inputs [all_inputs -no_clocks]
set_input_delay [expr $clk_period * $clk_io_pct] -clock clk0 $non_clock_inputs
set_output_delay [expr $clk_period * $clk_io_pct] -clock clk0 [all_outputs]
```
**design.v**
```verilog
module relu_array #(
    parameter DATA_WIDTH = 8,
    parameter NUM_ELEMENTS = 16
)(
    input  [NUM_ELEMENTS*DATA_WIDTH-1:0] in_tensor,
    output [NUM_ELEMENTS*DATA_WIDTH-1:0] out_tensor
);
    integer i;
    reg signed [DATA_WIDTH-1:0] x;
    reg signed [DATA_WIDTH-1:0] y;
    reg [NUM_ELEMENTS*DATA_WIDTH-1:0] result;
    always @* begin
        for (i = 0; i < NUM_ELEMENTS; i = i + 1) begin
            x = in_tensor[i*DATA_WIDTH +: DATA_WIDTH];
            y = (x[DATA_WIDTH-1] == 1'b1) ? 0 : x;
            result[i*DATA_WIDTH +: DATA_WIDTH] = y;
        end
    end
    assign out_tensor = result;
endmodule
```
**run.sh**
```bash
#!/bin/bash
# OpenROAD 26Q1-2900-gdf79404cd8, Yosys 0.63+post, stock flow scripts
make -C /OpenROAD-flow-scripts/flow DESIGN_CONFIG=/design/flow/config.mk WORK_HOME=/design/flow/orfs finish
```
==> results.json <==
{
  "drive_gt1_share_pct": 64.1,
  "seq_area_um2": 0,
  "p_leak_nw": 1.81,
  "nFillCells": 1003,
  "power_density_mw_per_mm2": 285,
  "seq_area_frac_synth_pct": 0,
  "first_global_vias": 1872,
  "clock_buffers": 0,
  "die-width_um": 116,
  "num_vias": 1672,
  "area_growth_pct": 162,
  "ys_area_mm2": 0.00110,
  "mostFrequentLayoutCell": "and2b_2",
  "status": "finished, final reports clean",
  "maxSlewViolCount": 0,
  "dieArea_mm2": 0.0135,
  "wl_per_cell_um": 16.5,
  "grt_start_max_net_pins": 8,
  "most-common-layout-cells": "and2b_2, dlygate4sd2_1, buf_2",
  "finalHoldViolations": 0,
  "cp_slowest_stage_delay_ps": 230,
  "viasPerCell": 3.51,
  "cp_slowest_cell": "dlygate4sd2_1",
  "drc": 0,
  "synth.distinct_cells": 3,
  "grt-ovfl-total": 0,
  "netlist.area_leader.share_pct": 88.8,
  "cp_data_arrival_time_ps": 780,
  "pin_count": 256,
  "antenna_found_initial": 1,
  "port_buffers": 240,
  "hold_ws_ps": 777,
  "crit_fanout": 1,
  "wl_mm": 7.84,
  "rows": 34,
  "yosys-top-cells-area": "and2b_2, buf_4, conb_1",
  "warnings": 32,
  "hold_path_depth": 3,
  "design.seq.count": 0,
  "synth_area_mm2": 0.00110,
  "instances_no_fill": 476,
  "worstPathRequired_ps": 800,
  "grt_usage_pct": 10.4,
  "setup_viol": 0,
  "dp.cells": 476,
  "fp_util_pct": 12.5,
  "drtAntennaViolNets": 0,
  "cp-end-kind": "primary output",
  "min_path_type": "input port to primary output",
  "coreArea_mm2": 0.00885,
  "netlist_instances": 129,
  "crit_chain": "dlygate4sd2_1 > and2b_2 > clkdlybuf4s15_1",
  "synth_area_per_cell_um2": 8.56,
  "hpwlAfterDp_mm": 7.42,
  "rsz0062_at_grt": "no",
  "ys_cells": 129,
  "num_antenna_cells": 0,
  "cp-start-kind": "input port",
  "grt_pass1_wl_mm": 11.1,
  "dieHeight_um": 116,
  "initialDrtViolationCount": 34,
  "period_used_pct": 98.1,
  "firstDrtPassIters": 3,
  "gp_congestion": 0.816,
  "layout_min_cycle_time_ps": 981,
  "clock.fmax_mhz": 1020,
  "yosys.area.top_type": "and2b_2",
  "vdd_drop_max_uv": 91.0,
  "yosys_warnings": 1,
  "worstSetupPathType": "input port to primary output",
  "cap_viol_max_count": 0,
  "cts_setup_buffers": 0
}
## worst max-delay path, delay by kind of cell
| family | cells | cell delay (ps) |
|---|---|---|
| and+or+nand+nor | 1 | 180 |
| buffers and inverters | 2 | 400 |
## Yosys cell counts
| cell type | n |
|---|---|
| conb_1 | 1 |
| and2b_2 | 112 |
| buf_4 | 16 |
## final cells by class
type / instances / area (um^2) / share of cell area [%]
repair buffers: 240 / 1720 / 59.4
multi-input cells: 128 / 1040 / 35.9
well taps: 108 / 135 / 4.67
## per-stage QoR
step	cell area (um^2)	setup WS, ps	setup TNS [ps]	util, %	total power, mW
global route	2900	1.38	0	32.7	0.928
global placement	3580	-730	-68950	40.4	1.24
detailed placement	3580	-730	-69350	40.4	1.24
finish	2900	19.5	0	32.7	0.826
floorplan	1160	430	0	-	0.245
CTS	2950	0.351	0	33.3	0.867
## what timing repair did
action                     4_1_cts  5_1_grt
pin swaps                        0        0
hold endpoints to repair         0        0
setup endpoints to repair      112       17
hold buffers                     0        0
resized                        525       14
## path summary, 6_finish.rpt
check	start	endpoint	slack (ps)
worst max-delay path	in_tensor[82]	out_tensor[82]	20
worst min-delay path	in_tensor[87]	out_tensor[85]	780
## metal layers
metal / up-vias / wire, um / GRT usage [%]
met5: - / 13 / 0
met4: 2 / 0 / 0
met3: 2 / 1260 / 5.65
met2: 136 / 4050 / 20.0
met1: 698 / 2520 / 10.2
li1: 834 / - / -
## power by group
| part | leakage [nW] | switching [mW] | total [mW] | internal [mW] |
|---|---|---|---|---|
| logic | 1.81 | 0.209 | 0.826 | 0.617 |
| registers | 0 | 0 | 0 | 0 |
| clock network | 0 | 0 | 0 | 0 |
| total | 1.81 | 0.209 | 0.826 | 0.617 |
## logic make-up (layout without fill, tap and decap cells)
family	count (synthesis)	after routing	share of synthesized area (%)
other	1	16	0.339
and+or+nand+nor	112	112	88.8
buffers and inverters	16	240	10.9
Power figures rest on the tool's default switching activity, not on a simulated workload.
